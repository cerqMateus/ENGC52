==> design/flow/design.v <==
module Acumulador (
    input clk,
    input reset,
    input enable,
    input [15:0] data_in,
    output reg [15:0] data_out
);
    always @(posedge clk) begin
        if (reset) data_out <= 16'b0;
        else if (enable) data_out <= data_out + data_in;
    end
endmodule
module FSM (
    input clk,
    input reset,
    input [15:0] mem_data_out,
    output reg ready,
    output reg [4:0] mem_address,
    output reg mem_read_enable,
    output reg mem_write_enable,
    output reg accum_enable,
    output reg accum_reset
);
    localparam [3:0]
        IDLE                = 0,
        RESET_ACCUM         = 1,
        SET_ADDR_READ       = 2,
        WAIT_READ           = 3,
        WRITE_RESULT        = 4,
        NEXT_SET            = 5,
        RESET_ACCUM_FINAL   = 6,
        SET_ADDR_READ_RESULT= 7,
        WAIT_READ_RESULT    = 8,
        WRITE_TOTAL         = 9,
        READY1              = 10,
        READY2              = 11;
    reg [3:0] state, next_state;
    reg [2:0] set_counter;     
    reg [1:0] read_counter;    
    reg [2:0] result_counter;  
    always @(posedge clk or posedge reset) begin
        if (reset) begin
            state <= IDLE;
            set_counter <= 0;
            read_counter <= 0;
            result_counter <= 0;
        end else begin
            state <= next_state;
            case (state)
                WAIT_READ: 
                    if (read_counter < 3) read_counter <= read_counter + 1;
                NEXT_SET: begin
                    if (set_counter < 4) set_counter <= set_counter + 1;
                    read_counter <= 0;
                end
                WAIT_READ_RESULT: 
                    if (result_counter < 4) result_counter <= result_counter + 1;
                READY2: begin
                    set_counter <= 0;
                    result_counter <= 0;
                end
            endcase
        end
    end
    always @(*) begin
        next_state = state;
        ready = 0;
        mem_read_enable = 0;
        mem_write_enable = 0;
        accum_enable = 0;
        accum_reset = 0;
        mem_address = 5'b0;
        case (state)
            IDLE: next_state = RESET_ACCUM;
            RESET_ACCUM: begin
                accum_reset = 1;
                next_state = SET_ADDR_READ;
            end
            SET_ADDR_READ: begin
                mem_address = set_counter * 5 + read_counter; 
                mem_read_enable = 1;
                next_state = WAIT_READ;
            end
            WAIT_READ: begin
                accum_enable = 1;
                next_state = (read_counter == 3) ? WRITE_RESULT : SET_ADDR_READ;
            end
            WRITE_RESULT: begin
                mem_address = set_counter * 5 + 4; 
                mem_write_enable = 1;
                next_state = NEXT_SET;
            end
            NEXT_SET: 
                next_state = (set_counter == 4) ? RESET_ACCUM_FINAL : RESET_ACCUM;
            RESET_ACCUM_FINAL: begin
                accum_reset = 1;
                next_state = SET_ADDR_READ_RESULT;
            end
            SET_ADDR_READ_RESULT: begin
                mem_address = 4 + result_counter * 5;
                mem_read_enable = 1;
                next_state = WAIT_READ_RESULT;
            end
            WAIT_READ_RESULT: begin
                accum_enable = 1;
                next_state = (result_counter == 4) ? WRITE_TOTAL : SET_ADDR_READ_RESULT;
            end
            WRITE_TOTAL: begin
                mem_address = 31; 
                mem_write_enable = 1;
                next_state = READY1;
            end
            READY1: begin
                ready = 1;
                next_state = READY2;
            end
            READY2: begin
                ready = 1;
                next_state = IDLE; 
            end
        endcase
    end
endmodule
module TOP (
    input clk,
    input reset,
    output wire ready,  
    output wire [4:0] mem_address,
    output wire mem_read_enable,
    output wire mem_write_enable,
    output wire [15:0] mem_data_in,
    input [15:0] mem_data_out
);
    wire accum_enable;
    wire accum_reset;
    wire [15:0] accum_data_out;
    FSM fsm_inst (
        .clk(clk),
        .reset(reset),
        .mem_data_out(mem_data_out),
        .ready(ready),  
        .mem_address(mem_address),
        .mem_read_enable(mem_read_enable),
        .mem_write_enable(mem_write_enable),
        .accum_enable(accum_enable),
        .accum_reset(accum_reset)
    );
    Acumulador accum_inst (
        .clk(clk),
        .reset(accum_reset),
        .enable(accum_enable),
        .data_in(mem_data_out),
        .data_out(accum_data_out)
    );
    assign mem_data_in = accum_data_out;
endmodule
==> design/flow/config.mk <==
export PLATFORM = sky130hd
export DESIGN_NAME = TOP
export DESIGN_NICKNAME = TOP
export VERILOG_FILES = /design/flow/design.v
export SDC_FILE = /design/flow/constraint.sdc
export NUM_CORES = 4
export LEC_CHECK = 1
export CORE_UTILIZATION = 30
==> design/flow/constraint.sdc <==
current_design TOP

set clk_period 5.6
set clk_io_pct 0.2

create_clock -name clk0 -period $clk_period [get_ports {clk}]

set non_clock_inputs [all_inputs -no_clocks]
set_input_delay [expr $clk_period * $clk_io_pct] -clock clk0 $non_clock_inputs
set_output_delay [expr $clk_period * $clk_io_pct] -clock clk0 [all_outputs]
==> design/flow/run.sh <==
#!/bin/bash
# OpenROAD 26Q1-2900-gdf79404cd8, Yosys 0.63+post, stock flow scripts
make -C /OpenROAD-flow-scripts/flow DESIGN_CONFIG=/design/flow/config.mk WORK_HOME=/design/flow/orfs finish
==> impl_metrics.csv <==
group,metric,value,unit
outcome,outcome,"finished, final reports clean",
logic_synthesis,syn_inst,241,
grt,grt_max_degree,21,
route,wl_met1,2410,um
power,p_clk_share,36.6,%
timing,finalClockPeriodUsage,62.5,%
floorplan,io-pin-count,42,
clock_tree,post_cts_buffers,0,
critical_path,crit_fanout,5,
clock_tree,postCtsHoldBufs,0,
clock_tree,clk_path_buf_depth,2,
placed_design,place_congestion,0.824,
logic_synthesis,ys_seq_share,35.5,%
logic_synthesis,synth-edff-count,0,
power,netSwitchingPower,0.121,mW
job,drv_cap,0,
timing,tns,0,ps
logic_synthesis,synth_area_per_cell,9.60,um^2
timing,whs,364,ps
critical_path,critPathBufInv,1,
route,drc,0,
logic_synthesis,ys_seq_elements,36,
route,via_count,1855,
timing,clock-skew-final,6.48,ps
placed_design,hpwl,3530,um
cells_and_area,drive_above_1_share,8.71,%
critical_path,cp_top_family,"adder cells",
power,ir_worst_vdd,0.0803,mV
grt,grt_first_pass_wirelength,8260,um
grt,grt_pass1_vias,1769,
critical_path,path_class,"reg -> out",
critical_path,crit_arrival,2380,ps
logic_synthesis,yosysWarnings,2,
logic_synthesis,synth_area,2310,um^2
logic_synthesis,yosysChipArea,2310,um^2
route,routedWlPerCell,12.2,um
hold_path,hold_path.class,"reg -> reg",
clock_tree,cts_resized,0,
power,p_comb_share,12.8,%
timing,period_needed,3500,ps
power,power.density,177,nW/um^2
floorplan,fp.dieH,89.8,um
floorplan,die_area,8070,um^2
clock_tree,htree_levels,2,
floorplan,die_x,89.8,um
cells_and_area,area_growth,25.9,%
clock_tree,worstSkewPairLatency,290,ps
logic_synthesis,async_reset_ff_share,55.6,%
clock_tree,cts_tree,"built",
route,routed-wl-met2,1940,um
power,cell_internal_pwr,0.395,mW
route,ant_nets,0,
route,first_iter_violations,62,
route,met3_length,282,um
critical_path,crit_top_cell,"ha_1",
power,leakage,1.38,nW
critical_path,slowest_stage,"clkdlybuf4s50_1",
timing,max_freq,0.286,GHz
power,swShare,23.4,%
logic_synthesis,yosys-stat-cells,241,
critical_path,slowest_delay,480,ps
floorplan,fp-utilization,31.4,%
critical_path,worst-path-stages,7,
clock_tree,cts_root_buffer,"clkbuf_8",
job,tool_warnings,27,
grt,grt_usage,12.5,%
hold_path,holdPathStages,0,
placed_design,port_buffers,41,
critical_path,critPathLaunchType,"flip-flop",
grt,antenna_found_initial,0,
timing,worstMarginPinSlew,727,ps
timing,setup_violations,0,
route,dr.pass1.iters,4,
timing,hold_viol,0,
critical_path,rr_worst_depth,10,
power,seqPwrFrac,50.6,%
clock_tree,path_clk_slew,70,ps
route,diodes,0,
grt,grt-ovfl-total,0,
timing,slew_headroom,51.5,%
clock_tree,numCtsBuffers,5,
critical_path,cp_cell_sequence,"ha_1 > ha_1 > ha_1 > a21boi_0 > o22ai_1 > o21ai_0 > clkdlybuf4s50_1",
timing,rsz0062_at_grt,"no",
route,vias_per_cell,4.81,
logic_synthesis,yosys.cell_types.count,52,
timing,slew_viol_final,0,
logic_synthesis,yosys_most_used_dff,"dfrtp_1",
floorplan,core,7370,um^2
critical_path,worstPathRequired,4480,ps
route,wl,4700,um
clock_tree,cts.sinks,36,
critical_path,end_kind,"output port",
floorplan,rows,31,
route,highest_layer,"met4",
## final timing paths
kind                       slack (ps)                     from                       to
setup / recovery                 2100  fsm_inst.set_counter[0]           mem_address[4]
hold / removal                    360        fsm_inst.state[4]       fsm_inst.state[10]
setup reg to reg                 3290   accum_inst.data_out[0]  accum_inst.data_out[14]
hold reg to reg                   360        fsm_inst.state[4]       fsm_inst.state[10]
max in group asynchronous        3880                    reset  fsm_inst.set_counter[2]
min in group asynchronous        1260                    reset        fsm_inst.state[1]
## cell families after synthesis
group | count (synthesis) | synth area share, %
AND-OR/OR-AND | 73 | 22.5
AND/OR/NAND/NOR | 61 | 13.3
flip-flops | 36 | 35.5
adder cells (fa/ha/maj) | 29 | 16.3
buffers and inverters | 22 | 4.32
XOR/XNOR | 15 | 5.68
multiplexers | 5 | 2.38
## flip-flops by register name, summed over array words and instances, names as in the netlist
register	cells
accum_inst.data_out	16
fsm_inst.result_counter	3
fsm_inst.state	12
fsm_inst.set_counter	3
fsm_inst.read_counter	2
## per-stage QoR
stage / cells / worst slack [ps] / util [%] / total power, mW / instance area, um^2
after CTS: 386 / 2080 / 39.5 / 0.525 / 2910
after floorplan: 241 / 2730 / - / 0.309 / 2310
after global routing: 386 / 1960 / 39.5 / 0.545 / 2910
after global placement: 378 / 2130 / 38.3 / 0.333 / 2820
final: 386 / 2100 / 39.5 / 0.516 / 2910
after detailed placement: 378 / 2080 / 38.3 / 0.332 / 2820
## layer usage
metal  up-vias  track usage, %
li1        954               -
met1       832            19.7
met2        59            18.1
met3        10            2.75
met4         0            1.91
met5         -               0
## cells in the mapped netlist (3+ instances only)
| master | count | area (um^2) |
|---|---|---|
| a21o_1 | 8 | 60.1 |
| a21oi_1 | 21 | 105 |
| and3_1 | 5 | 31.3 |
| nor3_1 | 3 | 15.0 |
| mux2_2 | 4 | 45.0 |
| ha_1 | 27 | 338 |
| xor2_1 | 6 | 52.6 |
| or2_2 | 5 | 31.3 |
| o21bai_1 | 3 | 22.5 |
| nand2_1 | 19 | 71.3 |
| dfrtp_1 | 19 | 475 |
| o21ai_0 | 6 | 30.0 |
| a22o_1 | 9 | 78.8 |
| inv_1 | 18 | 67.6 |
| nor2b_1 | 4 | 25.0 |
| o21a_1 | 5 | 37.5 |
| xnor2_1 | 9 | 78.8 |
| dfxtp_1 | 16 | 320 |
| nor2_1 | 13 | 48.8 |
## power by group through the flow
stage	combinational [mW]	clock (mW)	sequential, mW
CTS	0.0668	0.197	0.261
global route	0.0745	0.209	0.261
finish	0.0663	0.189	0.261
## placed cells by master (no fill, tap or decap), types with 8 or more instances in the layout
cell / n
ha_1: 27
inv_1: 18
xnor2_1: 9
a21o_1: 8
a21oi_1: 21
nand2_1: 19
nor2_1: 13
clkdlybuf4s50_1: 41
a22o_1: 9
dfxtp_1: 16
dfrtp_1: 19
## cell type report
cell class	count	area [um^2]
inverter	18	67.6
fill	721	4460
clock buffer	8	90.1
tap	99	124
multi-input combinational	183	1390
sequential	36	822
timing repair buffer	42	418
Power and IR drop assume default switching activity.
